## flow/config.mk

```make
export PLATFORM = sky130hd
export DESIGN_NAME = keyboard
export DESIGN_NICKNAME = keyboard
export VERILOG_FILES = /design/flow/design.v
export SDC_FILE = /design/flow/constraint.sdc
export NUM_CORES = 4
export LEC_CHECK = 1
export CORE_UTILIZATION = 40
```

## flow/constraint.sdc

```tcl
current_design keyboard

set clk_period 3.7
set clk_io_pct 0.2

create_clock -name clk0 -period $clk_period [get_ports {Clk}]
create_clock -name clk1 -period $clk_period [get_ports {psClk}]

set non_clock_inputs [all_inputs -no_clocks]
set_input_delay [expr $clk_period * $clk_io_pct] -clock clk0 $non_clock_inputs
set_output_delay [expr $clk_period * $clk_io_pct] -clock clk0 [all_outputs]
```

## flow/design.v

```verilog
module reg_11 (input logic    Clk, Reset, Shift_In, Load, Shift_En,
               input logic [10:0] D,
               output logic    Shift_Out,
               output logic [10:0] Data_Out);
always_ff @ (posedge Clk or posedge Load or posedge Reset)
begin
	if (Reset)
		Data_Out <= 11'h0;
	else if (Load)
		Data_Out <= D;
	else if (Shift_En)
		Data_Out <= {Shift_In,Data_Out[10:1]};
end
assign Shift_Out = Data_Out[0];
endmodule
module Dreg ( input Clk, Load, Reset, D,
				  output logic Q );
always @ (posedge Clk or posedge Reset ) 
begin 
	Q = Q;
	if (Reset) 
		Q = 1'b0;
	else if (Load) 
		Q = D;
end
endmodule
module keyboard(input logic Clk, psClk, psData, reset,
					 output logic [7:0] keyCode,
					 output logic press);
	logic Q1, Q2, en, enable, shiftout1, shiftout2, Press;
	logic [4:0] Count;
	logic [10:0] Byte_1, Byte_2;
	logic [7:0] Data, Typematic_Keycode;
	logic [9:0] counter;
	always@(posedge Clk or posedge reset)
	begin
		if(reset)
		begin
			counter = 10'b0000000000;
			enable = 1'b1;
		end
		else if (counter == 10'b0111111111)
		begin
			counter = 10'b0000000000;
			enable = 1'b1;
		end
		else
		begin
			counter += 1'b1;
			enable = 1'b0;
		end
	end
	always@(posedge Clk)
	begin
		if(enable==1)
		begin
			if((reset)|| (Count==5'b01011))
				Count <= 5'b00000;
		else if(Q1==0 && Q2==1)
			begin
				Count += 1'b1;
				en = 1'b1;
			end
		end
	end
	always@(posedge Clk)
	begin
		if(Count == 5'd11)
		begin
			if (Byte_2[9:2] == 8'hE0)
			begin
			end
			else if (Byte_2[9:2] == 8'hF0)
			begin
			end
			else if (Byte_1[9:2] == 8'hF0)
			begin
				Data = Byte_2[9:2];
				Press = 1'b0;
				if (Data == Typematic_Keycode)
					Typematic_Keycode = 8'h00;
			end
			else if (Byte_2[9:2] == Typematic_Keycode)
			begin
			end
			else if (Byte_1[9:2] != 8'hF0)
			begin
				Data = Byte_2[9:2];
				Press = 1'b1;
				Typematic_Keycode = Data;
			end
		end
	end
	Dreg Dreg_instance1 ( .*,
								 .Load(enable),
								 .Reset(reset),
								 .D(psClk),
								 .Q(Q1) );
   Dreg Dreg_instance2 ( .*,
								 .Load(enable),
								 .Reset(reset),
								 .D(Q1),
								 .Q(Q2) );
	reg_11 reg_B(
					.Clk(psClk),
					.Reset(reset),
					.Shift_In(psData),
					.Load(1'b0),
					.Shift_En(en),
					.D(11'd0),
					.Shift_Out(shiftout2),
					.Data_Out(Byte_2)
					);
	reg_11 reg_A(
					.Clk(psClk),
					.Reset(reset),
					.Shift_In(shiftout2),
					.Load(1'b0),
					.Shift_En(en),
					.D(11'd0),
					.Shift_Out(shiftout1),
					.Data_Out(Byte_1)
					);
	assign keyCode=Data;
	assign press=Press;
endmodule
```

## flow/run.sh

```bash
#!/bin/bash
# OpenROAD 26Q1-2900-gdf79404cd8, Yosys 0.63+post, stock flow scripts
make -C /OpenROAD-flow-scripts/flow DESIGN_CONFIG=/design/flow/config.mk WORK_HOME=/design/flow/orfs finish
```

==> insert_results.sql <==
-- metrics for the results database
INSERT INTO impl_metrics (metric_group, metric, value, unit) VALUES
('timing', 'final_hold_fails', '0', ''),
('floorplanning', 'site_row_count', '25', ''),
('timing', 'slew_headroom', '55.85', '%'),
('critical_path', 'worst_setup_path_start_kind', 'clock port', ''),
('placement', 'placed_instances', '210', ''),
('cells_and_area', 'drive_gt1_share', '13.29', '%'),
('synth', 'syn-instance-count', '130', ''),
('clock_tree', 'cts_repair_resizes', '0', ''),
('global_route', 'global_route_wire_length_before_repair', '4954', 'um'),
('placement', 'detailedPlacementHpwl', '1862', 'um'),
('critical_path', 'slowest_delay', '0.25', 'ns'),
('synth', 'post_synth_seq_share', '74.59', '%'),
('detailed_routing', 'remaining_drc_errors', '0', ''),
('critical_path', 'timing.critical_path.slowest_stage_cell', 'sky130_fd_sc_hd__mux2_2', ''),
('cells_and_area', 'final.fill_count', '422', ''),
('synth', 'yosysWarnings', '4', ''),
('flow_run', 'log.warning_count', '27', ''),
('floorplanning', 'coreArea', '4755', 'sq um'),
('critical_path', 'reg2regPathDepth', '5', ''),
('synth', 'flop_cell', 'sky130_fd_sc_hd__dfrtp_1', ''),
('critical_path', 'rrSetupSlack', '1.70', 'ns'),
('timing', 'skew', '0.005053', 'ns'),
('global_route', 'grt_max_degree', '34', ''),
('critical_path', 'cpMostUsedCell', 'sky130_fd_sc_hd__clkbuf_8', ''),
('flow_run', 'max_cap_violations', '0', ''),
('cells_and_area', 'final_cells', '225', ''),
('synth', 'synth.ff_latch_count', '55', ''),
('detailed_routing', 'post_drt_wl_per_cell', '12.44', 'um'),
('timing', 'setup_viol', '0', ''),
('synth', 'distinct_lib_cells', '26', ''),
('detailed_routing', 'detailedRoute.firstIterationViolations', '86', ''),
('placement', 'gp_congestion', '0.8267', ''),
('timing', 'drv_slew', '0', ''),
('global_route', 'grt_remaining_overflow', '0', ''),
('critical_path', 'critPathLaunch', 'psClk', ''),
('worst_hold_path', 'hold_class', 'clk -> reg', ''),
('clock_tree', 'post_cts_buffers', '0', ''),
('timing', 'finalSetupTns', '0', 'ns'),
('critical_path', 'worst_ep_required_time', '3.86', 'ns'),
('worst_hold_path', 'holdPathEnd', 'Dreg_instance1.Q', ''),
('floorplanning', 'chipHeight', '72.61', 'um'),
('timing', 'unrepaired_setup_endpoints_after_global_routing', 'false', ''),
('clock_tree', 'tritoncts_clock_tree', 'yes', ''),
('timing', 'fin_worst_hold_slack', '0.07943', 'ns'),
('critical_path', 'critPathTopFamily', 'multiplexers', ''),
('worst_hold_path', 'holdPathStages', '3', ''),
('floorplanning', 'die_x', '72.61', 'um'),
('detailed_routing', 'wirelength', '2799', 'um'),
('critical_path', 'reg2reg_from', 'Count[0]', ''),
('status', 'run_status', 'completed', ''),
('floorplanning', 'chip_area', '5272', 'sq um'),
('detailed_routing', 'dr_total_vias', '1041', ''),
('critical_path', 'critical_path_arrival', '2.32', 'ns'),
('global_route', 'number_of_antenna_violations_at_the_first_check_in_global_routing', '0', ''),
('critical_path', 'setup.worst_path.class', 'clk -> reg', ''),
('critical_path', 'critical_path_endpoint_category', 'flop', ''),
('critical_path', 'worstPathMaxFanout', '2', ''),
('pwr', 'power_density_cells', '497.3', 'nW/um^2'),
('detailed_routing', 'per_cell_via_count_in_the_routed_design', '4.627', ''),
('clock_tree', 'clkTransAtPathRegs', '0.06', 'ns'),
('pwr', 'p_leak', '0.9240', 'nW'),
('floorplanning', 'initial_utilization', '41.95', '%'),
('global_route', 'global_route.usage.total', '13.34', '%'),
('synth', 'synth-edff-count', '22', ''),
('synth', 'syn-cell-area', '1994', 'sq um'),
('timing', 'tightest_slew', '0.6597', 'ns'),
('global_route', 'grt_pass1_vias', '1082', ''),
('synth', 'synth-cells-yosys', '130', ''),
('synth', 'async_flop_share', '60.00', '%'),
('detailed_routing', 'total_inserted_antenna_cells', '0', ''),
('pwr', 'ir_drop', '0.0002313', 'V'),
('synth', 'avgSynthCellArea', '15.34', 'sq um'),
('placement', 'placement.io_buffers', '11', ''),
('cells_and_area', 'syn_to_final_growth', '19.32', '%'),
('clock_tree', 'ctsHoldBuffers', '0', ''),
('critical_path', 'timing.critical_path.buf_inv', '2', ''),
('detailed_routing', 'drt_pre_antenna_iters', '4', ''),
('synth', 'yosysChipArea', '1994', 'sq um'),
('floorplanning', 'io-pin-count', '13', ''),
('worst_hold_path', 'timing.hold.worst.start', 'psClk', ''),
('critical_path', 'cell_by_cell_trace_of_the_critical_path', 'clkbuf_8 > clkbuf_8 > mux2_2', ''),
('critical_path', 'worst_r2r_endpoint', 'Press', ''),
('detailed_routing', 'route.antenna.remaining_nets', '0', '');
[how the worst max path moves through the flow]
| stage | end | slack [ns] | cells after the start |
|---|---|---|---|
| final | Dreg_instance1.Q | 1.54 | 3 |
| after global routing | Press | 1.48 | 5 |
| after CTS | Dreg_instance1.Q | 1.54 | 3 |
[cells in the final DEF, fill, tap and decap left out]
| cell type | count |
|---|---|
| sky130_fd_sc_hd__and2_1 | 9 |
| sky130_fd_sc_hd__and3_1 | 1 |
| sky130_fd_sc_hd__and3_4 | 2 |
| sky130_fd_sc_hd__and4_1 | 1 |
| sky130_fd_sc_hd__buf_4 | 2 |
| sky130_fd_sc_hd__clkbuf_1 | 1 |
| sky130_fd_sc_hd__clkbuf_8 | 12 |
| sky130_fd_sc_hd__clkdlybuf4s50_1 | 11 |
| sky130_fd_sc_hd__clkinv_1 | 2 |
| sky130_fd_sc_hd__dfrtp_1 | 32 |
| sky130_fd_sc_hd__dfstp_2 | 1 |
| sky130_fd_sc_hd__edfxtp_1 | 22 |
| sky130_fd_sc_hd__ha_1 | 2 |
| sky130_fd_sc_hd__inv_1 | 3 |
| sky130_fd_sc_hd__mux2_2 | 2 |
| sky130_fd_sc_hd__nand2_1 | 3 |
| sky130_fd_sc_hd__nand3_1 | 8 |
| sky130_fd_sc_hd__nand4_1 | 2 |
| sky130_fd_sc_hd__nand4b_1 | 1 |
| sky130_fd_sc_hd__nor2_1 | 10 |
| sky130_fd_sc_hd__nor2b_1 | 2 |
| sky130_fd_sc_hd__nor3_1 | 3 |
| sky130_fd_sc_hd__nor3_2 | 1 |
| sky130_fd_sc_hd__nor4_1 | 1 |
| sky130_fd_sc_hd__o21a_1 | 2 |
| sky130_fd_sc_hd__o21ai_0 | 1 |
| sky130_fd_sc_hd__o41ai_1 | 1 |
| sky130_fd_sc_hd__or2_2 | 1 |
| sky130_fd_sc_hd__or4_1 | 1 |
| sky130_fd_sc_hd__xnor2_1 | 13 |
| sky130_fd_sc_hd__xor2_1 | 5 |
[kinds of logic after synthesis]
logic type      share of synthesized area (%)
mux                                     1.129
xor+xnor                                7.905
simple gates                            13.11
flops                                   74.59
compound gates                          1.443
fa+ha+maj                               1.255
buf+inv                                0.5646
[Yosys cell counts (3+ instances only)]
cell type | instances | area, sq um
sky130_fd_sc_hd__and2_1 | 9 | 56.30
sky130_fd_sc_hd__nand3_1 | 8 | 40.04
sky130_fd_sc_hd__nor2_1 | 10 | 37.54
sky130_fd_sc_hd__xnor2_1 | 13 | 113.9
sky130_fd_sc_hd__xor2_1 | 5 | 43.79
sky130_fd_sc_hd__edfxtp_1 | 22 | 660.6
sky130_fd_sc_hd__nor3_1 | 3 | 15.01
sky130_fd_sc_hd__nand2_1 | 3 | 11.26
sky130_fd_sc_hd__dfrtp_1 | 32 | 800.8
sky130_fd_sc_hd__inv_1 | 3 | 11.26
[worst reg2reg max path, stage by stage, from the launching register on]
cell and delay (ns):
sky130_fd_sc_hd__edfxtp_1 0.37, sky130_fd_sc_hd__ha_1 0.21, sky130_fd_sc_hd__nand2_1 0.07, sky130_fd_sc_hd__nor3_1 0.28, sky130_fd_sc_hd__o41ai_1 0.16, sky130_fd_sc_hd__nor2_1 0.55
[flip-flops by register name, summed over array words and instances, names as in the netlist]
name / flops
Count: 5
Data: 8
Dreg_instance1.Q: 1
Dreg_instance2.Q: 1
Press: 1
Typematic_Keycode: 8
counter: 10
enable: 1
reg_A.Data_Out: 9
reg_B.Data_Out: 11
[final cells by class]
cell class              count  area [sq um]  share of cell area (%)
flip-flops and latches     55          1488                   62.51
well taps                  67         83.83                   3.523
clock buffers              13         168.9                   7.098
repair buffers             13         125.1                   5.258
multi-input cells          72         495.5                   20.82
inverters                   3         11.26                  0.4732
clock inverters             2         7.507                  0.3155
[where the power goes]
| group | total, mW | switching, mW | internal, mW | leakage, nW |
|---|---|---|---|---|
| sequential | 0.664 | 0.0132 | 0.651 | 0.599 |
| combinational | 0.0206 | 0.0112 | 0.00934 | 0.231 |
| clock | 0.499 | 0.204 | 0.295 | 0.0941 |
[per-layer routing]
metal / wire, um / GRT usage, % / up-vias / part of all wire, %
met5: 0 / 0 / - / 0
met1: 1369 / 20.96 / 497 / 49
li1: - / - / 505 / -
met4: 104 / 4.793 / 0 / 3.7
met3: 162 / 5.182 / 12 / 5.8
met2: 1161 / 18.28 / 27 / 41
[through the flow]
step,util (%),cell area [sq um],total power [mW],worst slack (ns)
5_1_grt,50.05,2380,1.242,1.484
3_5_place_dp,46.34,2203,0.7026,1.488
2_1_floorplan,-,1994,0.6914,1.488
6_report,50.05,2380,1.184,1.540
3_3_place_gp,46.34,2203,0.7008,1.488
4_1_cts,50.05,2380,1.200,1.541
Power is estimated from default activity; no workload was simulated.
