===== design/flow/constraint.sdc =====
current_design Bat

set clk_period 3.9
set clk_io_pct 0.2

create_clock -name clk0 -period $clk_period [get_ports {Clk}]

set non_clock_inputs [all_inputs -no_clocks]
set_input_delay [expr $clk_period * $clk_io_pct] -clock clk0 $non_clock_inputs
set_output_delay [expr $clk_period * $clk_io_pct] -clock clk0 [all_outputs]

===== design/flow/design.v =====
module Bat(input logic Clk, input logic frame_clk, input logic [13:0] key,input logic isdead, output logic [5:0] out, output logic [7:0] jc,
            output logic hit, input logic [9:0] BS, output logic gen);
enum logic [5:0]{StartI, Idle1, Idle2, Idle3, StartW, Walk1, Walk2, Walk3,
			        StartP, Punch1, Punch2, Punch3, StartPu, Punish1, Punish2, Punish3,
					  StartK, Kick1, Kick2, Kick3, Crouch, StartCP, CrouchP, CrouchPunish,
					  StartJ, Jump1, Jump2, Jump3, Jump4, StartSpesh ,Spesh1, Spesh2, Spesh3, startKO, KO1, KO2} state, next_state;
logic [7:0] IdleC = 8'd0;
logic [7:0] WalkC = 8'd0;
logic [7:0] PunchC = 8'd0;
logic [7:0] PunishC = 8'd0;
logic [7:0] KickC = 8'd0;
logic [7:0] CPunchC = 8'd0;
logic [7:0] JumpC = 8'd0;
logic [7:0] SpeshC = 8'd0;
logic [7:0] KOC = 8'd0;
	 logic frame_clk_delayed, frame_clk_rising_edge;
    always_ff @ (posedge Clk) begin
        frame_clk_delayed <= frame_clk;
        frame_clk_rising_edge <= (frame_clk == 1'b1) && (frame_clk_delayed == 1'b0);
		  if(frame_clk_rising_edge)
		  begin
			state <= next_state;
			if(state == StartI)
				IdleC = 8'd0;
			if(state == StartW)
				WalkC = 8'd0;
			if(state == StartP)
				PunchC = 8'd0;
			if(state == StartPu)
				PunishC = 8'd0;
			if(state == StartK)
				KickC = 8'd0;
			if(state == StartCP)
				CPunchC = 8'd0;
			if(state == StartJ)
				JumpC = 8'd0;
			if(state == StartSpesh)
				SpeshC = 8'd0;
			if(state == startKO)
				KOC = 8'd0;
			if(state == KO1)
				KOC = KOC + 1;
			if(SpeshC == 10'd44)
				gen = 1'b1;
			else
				gen = 1'b0;
			if(state == Jump1 || state == Jump2 || state == Jump3 || state == Jump4)
				JumpC = JumpC + 1;
			if(state == Kick1 || state == Kick2 || state == Kick3)
				KickC = KickC + 1;
			if(state == CrouchP)
				CPunchC = CPunchC + 1;
			if(state == Punish1 || state == Punish2 || state == Punish3)
				PunishC = PunishC + 1;
			if(state == Idle1 || state == Idle2 || state == Idle3)
				IdleC = IdleC + 1;
			if(state == Walk1 || state == Walk2 || state == Walk3)
				WalkC = WalkC + 1;
			if(state == Punch1 || state == Punch2 || state == Punch3)
				PunchC = PunchC + 1;
			if(state == Spesh1 || state == Spesh2 || state == Spesh3)
				SpeshC = SpeshC + 1;
			if(PunchC == 8'd4 || KickC == 8'd4 || CPunchC == 8'd1)
				hit = 1'b1;
			else
				hit = 1'b0;
		  end
    end
	always_comb
	begin 
		unique case(state)
		StartI:
		begin
			next_state = Idle1;
		end
		Idle1:
		begin
			if(key[6] == 1)
				next_state = StartJ;
			else if(key[5] == 1)
				next_state = Crouch;
			else if(key[1] == 1)
				next_state = StartK;
			else if(key[2] == 1)
				next_state = StartP;
			else if(key[4] == 1'b1 || key[3] == 1'b1)
				next_state = StartW;
			else if(key[0] == 1'b1 && BS == 10'd200)
				next_state = StartSpesh;
			else if(IdleC == 8'd8)
				next_state = Idle2;
			else if(isdead)
				next_state = startKO;
			else
				next_state = Idle1;
		end
		Idle2:
		begin
			if(key[6] == 1)
				next_state = StartJ;
			else if(key[5] == 1)
				next_state = Crouch;
			else if(key[1] == 1)
				next_state = StartK;
			else if(key[2] == 1)
				next_state = StartP;
			else if(key[4] == 1'b1 || key[3] == 1'b1)
				next_state = StartW;
			else if(key[0] == 1'b1 && BS == 10'd200)
				next_state = StartSpesh;
			else if(IdleC == 8'd16)
				next_state = Idle3;
			else if(isdead)
				next_state = startKO;
			else
				next_state = Idle2;
		end
		Idle3:
		begin
			if(key[6] == 1)
				next_state = StartJ;
			else if(key[5] == 1)
				next_state = Crouch;
			else if(key[1] == 1)
				next_state = StartK;
			else if(key[2] == 1)
				next_state = StartP;
			else if(key[4] == 1'b1 || key[3] == 1'b1)
				next_state = StartW;
			else if(key[0] == 1'b1 && BS == 10'd200)
				next_state = StartSpesh;
			else if(IdleC == 8'd24)
				next_state = StartI;
			else if(isdead)
				next_state = startKO;
			else
				next_state = Idle3;
		end
		StartW:
		begin
			next_state = Walk1;
		end
		Walk1:
		begin
			if(key[6] == 1)
				next_state = StartJ;
			else if(key[5] == 1)
				next_state = Crouch;
			else if(key[1] == 1)
				next_state = StartK;
			else if(key[2] == 1)
				next_state = StartP;
			else if(!(key[4] == 1'b1 || key[3] == 1'b1))
				next_state = StartI;
			else if(key[0] == 1'b1 && BS == 10'd200)
				next_state = StartSpesh;
			else if(WalkC == 8'd8)
				next_state = Walk2;
			else if(isdead)
				next_state = startKO;
			else
				next_state = Walk1;
		end
		Walk2:
		begin
			if(key[6] == 1)
				next_state = StartJ;
			else if(key[5] == 1)
				next_state = Crouch;
			else if(key[1] == 1)
				next_state = StartK;
			else if(key[2] == 1)
				next_state = StartP;
			else if(!(key[4] == 1'b1 || key[3] == 1'b1))
				next_state = StartI;
			else if(key[0] == 1'b1 && BS == 10'd200)
				next_state = StartSpesh;
			else if(WalkC == 8'd16)
				next_state = Walk3;
			else if(isdead)
				next_state = startKO;
			else
				next_state = Walk2;
		end
		Walk3:
		begin
			if(key[6] == 1)
				next_state = StartJ;
			else if(key[5] == 1)
				next_state = Crouch;
			else if(key[1] == 1)
				next_state = StartK;
			else if(key[2] == 1)
				next_state = StartP;
			else if(!(key[4] == 1'b1 || key[3] == 1'b1))
				next_state = StartI;
			else if(key[0] == 1'b1 && BS == 10'd200)
				next_state = StartSpesh;
			else if(WalkC == 8'd24)
				next_state = StartW;
			else if(isdead)
				next_state = startKO;
			else
				next_state = Walk3;
		end
		StartP:
		begin
			next_state = Punch1;
		end
		Punch1:
		begin
			if(PunchC == 8'd3)
				next_state = Punch2;
			else
				next_state = Punch1;
		end
		Punch2:
		begin
			if(PunchC == 8'd10)
				next_state = Punch3;
			else
				next_state = Punch2;
		end
		Punch3:
		begin
			if(PunchC == 8'd15)
				next_state = StartPu;
			else
				next_state = Punch3;
		end
		StartPu:
		begin
			next_state = Punish1;
		end
		Punish1:
		begin
			if(key[2] == 1 || key[1] == 1)
			begin
				if(PunishC == 8'd8)
					next_state = Punish2;
				else
					next_state = Punish1;
			end
			else
				next_state = StartI;
		end
		Punish2:
		begin
			if(key[2] == 1 || key[1] == 1)
			begin
				if(PunishC == 8'd16)
					next_state = Punish2;
				else
					next_state = Punish3;
			end
			else
				next_state = StartI;
		end
		Punish3:
		begin
			if(key[2] == 1 || key[1] == 1)
			begin
				if(PunishC == 8'd24)
					next_state = StartPu;
				else
					next_state = Punish3;
			end
			else
				next_state = StartI;
		end
		StartK:
		begin
			next_state = Kick1;
		end
		Kick1:
		begin
			if(KickC == 8'd3)
				next_state = Kick2;
			else
				next_state = Kick1;
		end
		Kick2:
		begin
			if(KickC == 8'd10)
				next_state = Kick3;
			else
				next_state = Kick2;
		end
		Kick3:
		begin
			if(KickC == 8'd15)
				next_state = StartPu;
			else
				next_state = Kick3;
		end
		Crouch:
		begin
			if(key[5] == 1)
			begin
				if(key[2] == 1)
					next_state = StartCP;
				else
					next_state = Crouch;
			end
			else if(isdead)
				next_state = startKO;
			else
				next_state = StartI;
		end
		StartCP:
			next_state = CrouchP;
		CrouchP:
		begin
			if(CPunchC == 8'd5)
				next_state = CrouchPunish;
			else
				next_state = CrouchP;
		end
		CrouchPunish:
		begin
			if(key[2] == 1)
				next_state = CrouchPunish;
			else
				next_state = Crouch;
		end
		StartJ:
		begin
			next_state = Jump1;
		end
		Jump1:
		begin
			if(JumpC == 8'd5)
				next_state = Jump2;
			else
				next_state = Jump1;
		end
		Jump2:
		begin
			if(JumpC == 8'd15)
				next_state = Jump3;
			else
				next_state = Jump2;
		end
		Jump3:
		begin
			if(JumpC == 8'd55)
				next_state = Jump4;
			else
				next_state = Jump3;
		end
		Jump4:
		begin
			if(JumpC == 8'd75)
				next_state = StartI;
			else
				next_state = Jump4;
		end
		StartSpesh:
		begin
			next_state=Spesh1;
		end
		Spesh1:
		begin
			if(SpeshC == 8'd15)
				next_state=Spesh2;
			else
				next_state=Spesh1;
		end
		Spesh2:
		begin
			if(SpeshC==8'd30)
				next_state = Spesh3;
			else
				next_state = Spesh2;
		end
		Spesh3:
		begin
			if(SpeshC==8'd45)
				next_state = StartI;
			else 
				next_state = Spesh3;
		end
		startKO:
		begin
			next_state = KO1;
		end
		KO1:
		begin
			if(KOC == 8'd10)
			next_state=KO2;
			else
			next_state=KO1;
		end
		KO2:
		begin
			if(isdead)
			next_state=KO2;
			else
			next_state=StartI;
		end
		default:
		begin
			next_state = StartI;
		end
		endcase
	end
assign out = state;
assign jc = JumpC;
endmodule

===== design/flow/run.sh =====
#!/bin/bash
# OpenROAD 26Q1-2900-gdf79404cd8, Yosys 0.63+post, stock flow scripts
make -C /OpenROAD-flow-scripts/flow DESIGN_CONFIG=/design/flow/config.mk WORK_HOME=/design/flow/orfs finish

===== design/flow/config.mk =====
export PLATFORM = sky130hd
export DESIGN_NAME = Bat
export DESIGN_NICKNAME = Bat
export VERILOG_FILES = /design/flow/design.v
export SDC_FILE = /design/flow/constraint.sdc
export NUM_CORES = 4
export LEC_CHECK = 1
export CORE_UTILIZATION = 40

==> results.toml <==
# generated from flow reports
[status]
status = "finished, final reports clean"

[timing]
setup_viol = 0
worst_slew_pin_slew_ps = 891
slew_headroom_pct = 40.4
max_freq_mhz = 290
hold_ws_ps = 370
slew_viol_final = 0
finalHoldViolCount = 0
rsz0062_at_grt = "false"
fin_skew_ps = 9.11
period_needed_ps = 3450
tns_ps = 0
min_period_over_period_pct = 88.5

[worst_setup_path]
crit_chain = "nor4b_2 > a21boi_0 > ha_1 > o31a_1 > o22ai_1 > a21oi_1 > nor4_1 > a311o_1"
critPathArrivalTime_ps = 3670
max_stage_delay_ps = 870
required_ps = 4120
cp.buffers_inverters = 0
cp_slowest_cell = "nor4b_2"
critPathMaxFanout = 13
cp_top_family = "simple AND/OR/NAND/NOR gates"
setup.worst_path.start_class = "flip-flop"
cp-end-kind = "flip-flop"
critPathKind = "reg -> reg"

[cts]
numCtsBuffers = 9
cts_tree = "built"
insertion_delay_ps = 350
cts_resized = 0
clock_sinks = 82
cts_setup_buffers = 0
cts_buffer_depth = 2
cts.clk_slew.worst_paths_ps = 70
h-tree-depth = 3
cts_hold_buffers = 0
cts-root-buf = "clkbuf_16"

[layout]
regArea_sq_um = 2450
drive_gt1_share_pct = 7.23
syn2layout_area_growth_pct = 13.2
layout_top_cells = "nand2_1, edfxtp_1, o21ai_0, nor2_1, clkdlybuf4s50_1"
combGateArea_sq_um = 3330
fillCellCount = 1354
final_common_cell = "nand2_1"

[detailed_routing]
initialDrtViolationCount = 418
post-route-drc-count = 0
post_drt_wl_per_cell_um = 17.7
drt_wl_total_mm = 15.7
ant_nets = 0
vias = 5503
first_pass_iters = 21
antenna_cells = 0
viasPerCell = 6.19

[yosys]
syn_area_sq_um = 6040
avgSynthCellArea_sq_um = 8.79
yosysChipArea_sq_um = 6040
yosys.area.top_type = "edfxtp_1"
synth_warnings = 1
edf_count = 80
netlist_instances = 687
synthFlopType = "edfxtp_1"
ys_ff = 82
ys_types = 77
topCellsByArea = "edfxtp_1, o21ai_0, nand2_1, nand3_1, nor2_1"
ys_seq_share_pct = 40.5
ys_cells = 687
async_reset_ff_share_pct = 0
top_area_share_pct = 39.8

[floorplanning]
row_count = 44
ios = 43
initCoreUtil_pct = 41.2
die_height_um = 125
die_area_sq_um = 15600
coreArea_sq_um = 14600
fp.dieW_um = 125

[placed_design]
port_buffers = 35
hpwl_mm = 10.8
globalplace.congestion = 0.917

[grt]
grt_pass1_wl_mm = 25.7
grt_usage_pct = 21.3
antenna_found_initial = 0
grt_max_degree = 43
first_global_vias = 4866
overflow = 0

[power]
vdd_drop_max_mv = 0.230
cellPowerDensity_nw_per_um2 = 330
p_leak_nw = 2.24

[min_path]
hold_path_class = "reg -> reg"

[flow_run]
cap_viol_max_count = 0
warnings = 33
## routing by layer
layer  track usage, %  vias up  part of all wire [%]
met4             5.09        0                   2.2
li1                 -     2667                     -
met5                0        -                     0
met3             2.98       30                   8.1
met1             35.5     2568                    46
met2             30.5      238                    44
## through the flow
| stage | power, mW | util (%) | instances | worst slack [ps] | cell area, sq um |
|---|---|---|---|---|---|
| final | 2.26 | 46.7 | 889 | 450 | 6830 |
| after global placement | 1.35 | 44.5 | 873 | 599 | 6520 |
| after detailed placement | 1.36 | 44.5 | 873 | 552 | 6520 |
| after CTS | 2.28 | 46.7 | 889 | 499 | 6830 |
| after floorplan | 1.26 | - | 687 | 842 | 6040 |
| after global routing | 2.34 | 46.7 | 889 | 244 | 6830 |
## report_power, final
part	switching (mW)	internal, mW
sequential	0.0607	1.01
clock	0.356	0.557
combinational	0.155	0.115
total	0.572	1.69
## worst paths after layout
kind | from | endpoint | slack, ps | cells after the start
worst max register to register | state[2] | hit | 450 | 8
worst min register to register | frame_clk_delayed | frame_clk_rising_edge | 370 | 1
worst max-delay path | state[2] | hit | 450 | 8
worst min-delay path | frame_clk_delayed | frame_clk_rising_edge | 370 | 1
## kinds of logic (layout without fill, tap and decap cells)
logic type	after synthesis	in the layout	synth area share, %
xor gates and xnor gates	27	27	3.92
DFF	82	82	40.5
buffers and inverters	63	81	4.46
adders and majority gates	10	10	2.07
AOI/OAI and AO/OA	193	193	20.4
and+or+nand+nor	309	309	28.1
muxes	3	3	0.539
## cells in the mapped netlist (all sizes together), types with 3 or more instances
| cell | count |
|---|---|
| xor2 | 17 |
| and3 | 12 |
| edfxtp | 80 |
| a22oi | 3 |
| nor2b | 11 |
| o221ai | 4 |
| nand2b | 3 |
| a21oi | 29 |
| nand3 | 34 |
| a31oi | 13 |
| nand4 | 21 |
| a22o | 3 |
| inv | 15 |
| nand2 | 93 |
| clkbuf | 36 |
| nor4 | 12 |
| nor4b | 6 |
| o21a | 7 |
| buf | 12 |
| ha | 10 |
| xnor2 | 10 |
| o21ai | 72 |
| o31ai | 13 |
| nor2 | 44 |
| o21bai | 3 |
| and4 | 4 |
| and4b | 6 |
| nor3 | 15 |
| nand4b | 4 |
| or4b | 7 |
| o41ai | 3 |
| and2 | 12 |
| o22ai | 8 |
| o211ai | 10 |
| or4 | 9 |
| or3 | 5 |
## final cells by class
cell class                      instances  share of cell area [%]
Tap cell                              184                    3.37
Sequential cell                        82                    35.8
Clock buffer                           10                    3.35
Clock inverter                          6                    1.19
Multi-Input combinational cell        542                    48.7
Inverter                               15                   0.824
Timing Repair Buffer                   50                    6.78
Power and IR drop assume default switching activity.
