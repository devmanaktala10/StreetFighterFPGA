===== /design/flow/run.sh =====
#!/bin/bash
# OpenROAD 26Q1-2900-gdf79404cd8, Yosys 0.63+post, stock flow scripts
make -C /OpenROAD-flow-scripts/flow DESIGN_CONFIG=/design/flow/config.mk WORK_HOME=/design/flow/orfs finish

===== /design/flow/config.mk =====
export PLATFORM = sky130hd
export DESIGN_NAME = Ken
export DESIGN_NICKNAME = Ken
export VERILOG_FILES = /design/flow/design.v
export SDC_FILE = /design/flow/constraint.sdc
export NUM_CORES = 4
export LEC_CHECK = 1
export CORE_UTILIZATION = 40

===== /design/flow/constraint.sdc =====
current_design Ken

set clk_period 5.7
set clk_io_pct 0.2

create_clock -name clk0 -period $clk_period [get_ports {Clk}]

set non_clock_inputs [all_inputs -no_clocks]
set_input_delay [expr $clk_period * $clk_io_pct] -clock clk0 $non_clock_inputs
set_output_delay [expr $clk_period * $clk_io_pct] -clock clk0 [all_outputs]

===== /design/flow/design.v =====
module Ken(input logic Clk, input logic frame_clk, input logic [13:0] key,input isdead, output logic [5:0] out, 
           output logic [7:0] jc, output logic hit, input logic [9:0] KS, output logic gen);
enum logic [5:0]{StartI, Idle1, Idle2, Idle3, StartW, Walk1, Walk2, Walk3,
			        StartP, Punch1, Punch2, Punch3, StartPu, Punish1, Punish2, Punish3,
					  StartK, Kick1, Kick2, Kick3, Crouch, StartCP, CrouchP, CrouchPunish,
					  StartJ, Jump1, Jump2, Jump3, Jump4, StartSpesh, Spesh1,Spesh2, Spesh3, startKO, KO1,KO2} state, next_state;
logic [7:0] IdleC = 8'd0;
logic [7:0] WalkC = 8'd0;
logic [7:0] PunchC = 8'd0;
logic [7:0] PunishC = 8'd0;
logic [7:0] KickC = 8'd0;
logic [7:0] CPunchC = 8'd0;
logic [7:0] JumpC = 8'd0;
logic [7:0] SpeshC = 8'd0;
logic [7:0] KOC = 8'd0;
	 logic frame_clk_delayed, frame_clk_rising_edge;
    always_ff @ (posedge Clk) begin
        frame_clk_delayed <= frame_clk;
        frame_clk_rising_edge <= (frame_clk == 1'b1) && (frame_clk_delayed == 1'b0);
		  if(frame_clk_rising_edge)
		  begin
			state <= next_state;
			if(state == StartI)
				IdleC = 8'd0;
			if(state == StartW)
				WalkC = 8'd0;
			if(state == StartP)
				PunchC = 8'd0;
			if(state == StartPu)
				PunishC = 8'd0;
			if(state == StartK)
				KickC = 8'd0;
			if(state == StartCP)
				CPunchC = 8'd0;
			if(state == StartJ)
				JumpC = 8'd0;
			if(state==StartSpesh)
				SpeshC = 8'D0;
			if(state == startKO)
				KOC = 8'd0;
			if(state == KO1)
				KOC = KOC + 1;
			if(SpeshC == 10'd44)
				gen = 1'b1;
			else
				gen = 1'b0;
			if(state == Jump1 || state == Jump2 || state == Jump3 || state == Jump4)
				JumpC = JumpC + 1;
			if(state == Kick1 || state == Kick2 || state == Kick3)
				KickC = KickC + 1;
			if(state == CrouchP)
				CPunchC = CPunchC + 1;
			if(state == Punish1 || state == Punish2 || state == Punish3)
				PunishC = PunishC + 1;
			if(state == Idle1 || state == Idle2 || state == Idle3)
				IdleC = IdleC + 1;
			if(state == Walk1 || state == Walk2 || state == Walk3)
				WalkC = WalkC + 1;
			if(state == Punch1 || state == Punch2 || state == Punch3)
				PunchC = PunchC + 1;
			if(state == Spesh1 || state==Spesh2 || state==Spesh3)
				SpeshC = SpeshC+1;
			if(PunchC == 8'd4 || KickC == 8'd4 || CPunchC == 8'd1)
				hit = 1'b1;
			else
				hit = 1'b0;
		  end
    end
	always_comb
	begin 
		unique case(state)
		StartI:
		begin
			next_state = Idle1;
		end
		Idle1:
		begin
			if(key[13] == 1)
				next_state = StartJ;
			else if(key[11] == 1)
				next_state = Crouch;
			else if(key[8] == 1)
				next_state = StartK;
			else if(key[9] == 1)
				next_state = StartP;
			else if(key[12] == 1'b1 || key[10] == 1'b1)
				next_state = StartW;
			else if(key[7] == 1'b1 && KS == 10'd200)
				next_state = StartSpesh;
			else if(IdleC == 8'd8)
				next_state = Idle2;
         else if(isdead)
				next_state = startKO;
			else
				next_state = Idle1;
		end
		Idle2:
		begin
			if(key[13] == 1)
				next_state = StartJ;
			else if(key[11] == 1)
				next_state = Crouch;
			else if(key[8] == 1)
				next_state = StartK;
			else if(key[9] == 1)
				next_state = StartP;
			else if(key[12] == 1'b1 || key[10] == 1'b1)
				next_state = StartW;
			else if(key[7] == 1'b1 && KS == 10'd200)
				next_state = StartSpesh;
			else if(IdleC == 8'd16)
				next_state = Idle3;
			else if(isdead)
				next_state = startKO;
			else
				next_state = Idle2;
		end
		Idle3:
		begin
			if(key[13] == 1)
				next_state = StartJ;
			else if(key[11] == 1)
				next_state = Crouch;
			else if(key[8] == 1)
				next_state = StartK;
			else if(key[9] == 1)
				next_state = StartP;
			else if(key[12] == 1'b1 || key[10] == 1'b1)
				next_state = StartW;
			else if(key[7] == 1'b1 && KS == 10'd200)
				next_state = StartSpesh;
			else if(IdleC == 8'd24)
				next_state = StartI;
			else if(isdead)
				next_state = startKO;
			else
				next_state = Idle3;
		end
		StartW:
		begin
			next_state = Walk1;
		end
		Walk1:
		begin
			if(key[13] == 1)
				next_state = StartJ;
			else if(key[11] == 1)
				next_state = Crouch;
			else if(key[8] == 1)
				next_state = StartK;
			else if(key[9] == 1)
				next_state = StartP;
			else if(!(key[12] == 1'b1 || key[10] == 1'b1))
				next_state = StartI;
			else if(key[7] == 1'b1 && KS == 10'd200)
				next_state = StartSpesh;
			else if(WalkC == 8'd8)
				next_state = Walk2;
			else if(isdead)
				next_state = startKO;
			else
				next_state = Walk1;
		end
		Walk2:
		begin
			if(key[13] == 1)
				next_state = StartJ;
			else if(key[11] == 1)
				next_state = Crouch;
			else if(key[8] == 1)
				next_state = StartK;
			else if(key[9] == 1)
				next_state = StartP;
			else if(!(key[12] == 1'b1 || key[10] == 1'b1))
				next_state = StartI;
			else if(key[7] == 1'b1 && KS == 10'd200)
				next_state = StartSpesh;
			else if(WalkC == 8'd16)
				next_state = Walk3;
			else if(isdead)
				next_state = startKO;
			else
				next_state = Walk2;
		end
		Walk3:
		begin
			if(key[13] == 1)
				next_state = StartJ;
			else if(key[11] == 1)
				next_state = Crouch;
			else if(key[8] == 1)
				next_state = StartK;
			else if(key[9] == 1)
				next_state = StartP;
			else if(!(key[12] == 1'b1 || key[10] == 1'b1))
				next_state = StartI;
			else if(key[7] == 1'b1 && KS == 10'd200)
				next_state = StartSpesh;
			else if(WalkC == 8'd24)
				next_state = StartW;
			else if(isdead)
				next_state = startKO;
			else
				next_state = Walk3;
		end
		StartP:
		begin
			next_state = Punch1;
		end
		Punch1:
		begin
			if(PunchC == 8'd3)
				next_state = Punch2;
			else
				next_state = Punch1;
		end
		Punch2:
		begin
			if(PunchC == 8'd10)
				next_state = Punch3;
			else
				next_state = Punch2;
		end
		Punch3:
		begin
			if(PunchC == 8'd15)
				next_state = StartPu;
			else
				next_state = Punch3;
		end
		StartPu:
		begin
			next_state = Punish1;
		end
		Punish1:
		begin
			if(key[9] == 1 || key[8] == 1)
			begin
				if(PunishC == 8'd8)
					next_state = Punish2;
				else
					next_state = Punish1;
			end
			else
				next_state = StartI;
		end
		Punish2:
		begin
			if(key[9] == 1 || key[8] == 1)
			begin
				if(PunishC == 8'd16)
					next_state = Punish2;
				else
					next_state = Punish3;
			end
			else
				next_state = StartI;
		end
		Punish3:
		begin
			if(key[9] == 1 || key[8] == 1)
			begin
				if(PunishC == 8'd24)
					next_state = StartPu;
				else
					next_state = Punish3;
			end
			else
				next_state = StartI;
		end
		StartK:
		begin
			next_state = Kick1;
		end
		Kick1:
		begin
			if(KickC == 8'd3)
				next_state = Kick2;
			else
				next_state = Kick1;
		end
		Kick2:
		begin
			if(KickC == 8'd10)
				next_state = Kick3;
			else
				next_state = Kick2;
		end
		Kick3:
		begin
			if(KickC == 8'd15)
				next_state = StartPu;
			else
				next_state = Kick3;
		end
		Crouch:
		begin
			if(key[11] == 1)
			begin
				if(key[9] == 1)
					next_state = StartCP;
				else
					next_state = Crouch;
			end
		   else if(isdead)
				next_state = startKO;
			else
				next_state = StartI;
		end
		StartCP:
			next_state = CrouchP;
		CrouchP:
		begin
			if(CPunchC == 8'd5)
				next_state = CrouchPunish;
			else
				next_state = CrouchP;
		end
		CrouchPunish:
		begin
			if(key[9] == 1)
				next_state = CrouchPunish;
			else
				next_state = Crouch;
		end
		StartJ:
		begin
			next_state = Jump1;
		end
		Jump1:
		begin
			if(JumpC == 8'd5)
				next_state = Jump2;
			else
				next_state = Jump1;
		end
		Jump2:
		begin
			if(JumpC == 8'd15)
				next_state = Jump3;
			else
				next_state = Jump2;
		end
		Jump3:
		begin
			if(JumpC == 8'd35)
				next_state = Jump4;
			else
				next_state = Jump3;
		end
		Jump4:
		begin
			if(JumpC == 8'd45)
				next_state = StartI;
			else
				next_state = Jump4;
		end
		StartSpesh:
		begin
			next_state=Spesh1;
		end
		Spesh1:
		begin
			if(SpeshC==8'd15)
				next_state = Spesh2;
			else
				next_state = Spesh1;
		end
		Spesh2:
		begin
			if(SpeshC==8'd30)
				next_state = Spesh3;
			else
				next_state = Spesh2;
		end
		Spesh3:
		begin
			if(SpeshC==8'd45)
				next_state = StartI;
			else
				next_state = Spesh3;
		end
		startKO:
		begin
			next_state = KO1;
		end
		KO1:
		begin
			if(KOC == 8'd10)
			next_state=KO2;
			else
			next_state=KO1;
		end
		KO2:
		begin
			if(isdead)
			next_state=KO2;
			else
			next_state=StartI;
		end
		default:
		begin
			next_state = StartI;
		end
		endcase
	end
assign out = state;
assign jc = JumpC;
endmodule

==> deck_impl_summary.md <==
Key Metrics from the Run

STA
  – Unrepaired setup endpoints after global routing: no
  – Fin. max-slew vios: 0
  – Worst slew pin tran: 832.7 ps
  – Final setup fails: 0
  – Crit share post-route: 60.48%
  – Fmax: 290.1 MHz
  – Slew headroom: 43.97%
  – Fin crit period: 3448 ps
  – Final hold vios: 0
  – Setup_tns: 0 ps
  – Setup Skew: 11.85 ps

Routing
  – Aggregate routed wire length: 15,230 um
  – Total number of vias: 5,258
  – Pre-antenna DRT Iters: 5
  – Via-to-Cell Ratio: 6.016
  – ANT cells: 0
  – Routed wire per std cell: 17.43 um
  – First-iteration detailed-routing DRC count: 457
  – DRC viols: 0
  – Post-DRT Antenna Nets: 0

Die
  – FP Util: 41.15%
  – Die Ht: 124.5 um
  – I/O pin count: 43
  – Die width: 124.5 um
  – Num rows: 44
  – Core Region: 14,590 um2
  – Die footprint: 15,500 um2

Synth
  – Synthesized area: 6003 um2
  – Synth Flop Type: edfxtp_1
  – Yosys cell types: 77
  – Most common cell in the synthesized netlist: nand2_1
  – Syn_area_per_cell: 8.973 um2
  – Post-synth top area cell: edfxtp_1
  – Yosys Chip Area: 6003 um2
  – Yosys warns: 1
  – Top area cell types: edfxtp_1, o21ai_0, nand2_1, nor2_1, xor2_1
  – Top-area cell share: 40.02%
  – Syn Inst Count: 669
  – # Cells Yosys: 669
  – Most frequent cells after synthesis: nand2_1, edfxtp_1, o21ai_0
  – EDFF count, synth: 80
  – Flip-flop and latch count after synthesis: 82
  – Seq share, synth: 40.68%
  – Async SR Flop Fraction: 0%

CTS
  – CTS tree: done
  – Worst-skew pair later-pin latency: 360 ps
  – PostCTS Resize Cnt: 0
  – # H-tree levels: 3
  – Clk sinks: 82
  – Hold buffers post-CTS: 0
  – Postcts setup bufs: 0
  – Clock slew at reported path FFs: 70 ps
  – Deepest clock path buffer count: 2
  – CTS Buf Count: 9
  – Root buf cell: clkbuf_16

GRT
  – First-pass GRT wire length: 25,250 um
  – GRT Total Usage: 20.77%
  – GRT Residual Overflow: 0
  – Vias in the first global route: 4,983
  – Largest net degree at the start of global routing: 43
  – Initial antenna violation count: 0

Placement
  – DPL Wire Length: 10,570 um
  – Port buffer count: 35
  – Final GP Congestion: 0.9040

Power
  – Switching pwr: 0.3926 mW
  – Pwr Total: 1.499 mW
  – PwrDens: 221.3 nW/um2
  – Switching fraction of total power: 26.20%
  – Combinational group share of total power: 11.5%
  – LEAKAGE: 2.190 nW
  – VDD IR-drop max: 0.0001499 V
  – Seq pwr share: 48.6%
  – Internal power: 1.106 mW
  – Clock share of power: 39.9%

Final layout
  – Syn-to-layout area delta: 12.82%
  – Share of cells above drive strength 1: 7.101%
  – Fillers: 1,352

Flow run
  – Max Cap Viol: 0
  – Count of tool warnings: 33

Worst setup path
  – CP peak stage delay: 680 ps
  – Slowest CP cell: nor4b_4
  – Worst Path Arrival: 3660 ps
  – Reg2reg start: state[3]
  – FF-to-FF End: hit
  – CP startpoint: state[3]
  – Crit start category: flop
  – Worst path cell trace: buf_4, nor4b_4, a21boi_0, ha_1, o21a_1, and4_1, a211o_1, nand3b_1, nor4_1, a311o_1
  – CP endpoint: hit
  – Crit path max fanout: 17
  – CP required: 5920 ps
  – Worst setup EP type: flop
  – Worst Reg-to-Reg Cells: 10
  – Reg2reg setup slack: 2250 ps
  – CP Class: reg -> reg

Min path
  – Worst hold path class: reg -> reg

Status
  – Outcome: completed
## metrics by stage
step                cell area (um2)  hold slack [ps]  setup slack, ps  utilization, %  std cells
finish                         6773            372.8             2252           46.42        874
CTS                            6773            372.4             2280           46.42        874
global route                   6773            406.0             1922           46.42        874
global placement               6470            362.2             2246           44.35        858
detailed placement             6470            361.6             2269           44.35        858
floorplan                      6003            367.4             2753               -        669
## cell families (layout without fill, tap and decap cells)
logic type / Yosys count / in the layout / share of synthesized area (%)
AND/OR/NAND/NOR: 333 / 333 / 31.30
AND-OR/OR-AND: 156 / 156 / 16.61
flip-flops: 82 / 82 / 40.68
buffers and inverters: 54 / 75 / 4.127
XOR/XNOR: 28 / 28 / 4.085
adder cells (fa/ha/maj): 10 / 10 / 2.084
multiplexers: 6 / 6 / 1.105
## power by group through the flow
stage	registers (mW)	logic, mW	clock network [mW]
after CTS	0.727	0.172	0.612
after global routing	0.733	0.191	0.635
final	0.728	0.172	0.599
## how the worst min path moves through the flow
stage                        startpoint  slack (ps)  cells past startpoint                    end
after CTS             frame_clk_delayed         370                      1  frame_clk_rising_edge
after global routing  frame_clk_delayed         410                      1  frame_clk_rising_edge
final                 frame_clk_delayed         370                      1  frame_clk_rising_edge
## cell usage in the layout, fill, tap and decap left out, types with 12 or more instances in the layout
cell type        instances
xor2_1                  23
inv_1                   14
clkdlybuf4s50_1         35
nor4_1                  17
edfxtp_1                80
nor2b_1                 14
o21ai_0                 65
nor2_1                  56
nand2_1                 85
nand4_1                 19
nor3_1                  13
o31ai_1                 13
nand3_1                 40
a31oi_1                 12
a21oi_1                 21
## state kept, by name, indices dropped and copies added (netlist names)
| register | count |
|---|---|
| frame_clk_delayed | 1 |
| CPunchC | 8 |
| state | 6 |
| gen | 1 |
| KOC | 8 |
| PunishC | 8 |
| KickC | 8 |
| JumpC | 8 |
| WalkC | 8 |
| PunchC | 8 |
| hit | 1 |
| SpeshC | 8 |
| frame_clk_rising_edge | 1 |
| IdleC | 8 |
## final cells by class
class                      instances  area [um2]  share of cell area [%]
inverter                          14       52.55                  0.7759
multi-input combinational        533        3316                   48.96
sequential                        82        2446                   36.12
timing repair buffer              45       425.4                   6.281
clock inverter                     7       77.57                   1.145
clock buffer                       9       225.2                   3.325
tap                              184       230.2                   3.399
## critical path: cells and delay by family, from the launching register on
| kind | cells | cell delay [ps] |
|---|---|---|
| compound gates | 4 | 840 |
| flops | 1 | 520 |
| simple gates | 4 | 1370 |
| fa+ha+maj | 1 | 320 |
| buf+inv | 1 | 270 |
## layer usage
| layer | global-route usage (%) | up-vias | wire (um) |
|---|---|---|---|
| met5 | 0 | - | 0 |
| met4 | 4.394 | 0 | 283 |
| met3 | 4.335 | 22 | 816 |
| met2 | 30.81 | 147 | 6748 |
| met1 | 32.84 | 2505 | 7381 |
| li1 | - | 2584 | - |
Power is estimated from default activity; no workload was simulated.
