[flow/constraint.sdc]
current_design keypress

set clk_period 1.6
set clk_io_pct 0.2

create_clock -name clk0 -period $clk_period [get_ports {Clk}]

set non_clock_inputs [all_inputs -no_clocks]
set_input_delay [expr $clk_period * $clk_io_pct] -clock clk0 $non_clock_inputs
set_output_delay [expr $clk_period * $clk_io_pct] -clock clk0 [all_outputs]
[flow/run.sh]
#!/bin/bash
# OpenROAD 26Q1-2900-gdf79404cd8, Yosys 0.63+post, stock flow scripts
make -C /OpenROAD-flow-scripts/flow DESIGN_CONFIG=/design/flow/config.mk WORK_HOME=/design/flow/orfs finish
[flow/design.v]
module keypress(input logic Clk, input logic [7:0] keyCode, input logic press, output logic [13:0]keys);
logic [13:0] key ; 
initial begin
	for(int i = 0; i < 14; i++)
		key[i] = 0;
end
always_ff @ (posedge Clk)
begin
	case (keyCode)
	8'h1d:  
	begin
		if(press == 1'b1)
		begin
			key[13] = 1'b1;
		end
		else if(press == 1'b0)
		begin
			key[13] = 1'b0;
		end
	end
	8'h1c:  
	begin
		if(press == 1'b1)
		begin
			key[12] = 1'b1;
		end
		else if(press == 1'b0)
		begin
			key[12] = 1'b0;
		end
	end
	8'h1b:  
	begin
		if(press == 1'b1)
		begin
			key[11] = 1'b1;
		end
		else if(press == 1'b0)
		begin
			key[11] = 1'b0;
		end
	end
	8'h23:  
	begin
		if(press == 1'b1)
		begin
			key[10] = 1'b1;
		end
		else if(press == 1'b0)
		begin
			key[10] = 1'b0;
		end
	end
	8'h2c:  
	begin
		if(press == 1'b1)
		begin
			key[9] = 1'b1;
		end
		else if(press == 1'b0)
		begin
			key[9] = 1'b0;
		end
	end
	8'h35:  
	begin
		if(press == 1'b1)
		begin
			key[8] = 1'b1;
		end
		else if(press == 1'b0)
		begin
			key[8] = 1'b0;
		end
	end
	8'h3c:  
	begin
		if(press == 1'b1)
		begin
			key[7] = 1'b1;
		end
		else if(press == 1'b0)
		begin
			key[7] = 1'b0;
		end
	end
	8'h41:  
	begin
		if(press == 1'b1)
		begin
			key[2] = 1'b1;
		end
		else if(press == 1'b0)
		begin
			key[2] = 1'b0;
		end
	end
	8'h49:  
	begin
		if(press == 1'b1)
		begin
			key[1] = 1'b1;
		end
		else if(press == 1'b0)
		begin
			key[1] = 1'b0;
		end
	end
	8'h4a:  
	begin
		if(press == 1'b1)
		begin
			key[0] = 1'b1;
		end
		else if(press == 1'b0)
		begin
			key[0] = 1'b0;
		end
	end
	8'h75:  
	begin
		if(press == 1'b1)
		begin
			key[6] = 1'b1;
		end
		else if(press == 1'b0)
		begin
			key[6] = 1'b0;
		end
	end
	8'h6b:  
	begin
		if(press == 1'b1)
		begin
			key[4] = 1'b1;
		end
		else if(press == 1'b0)
		begin
			key[4] = 1'b0;
		end
	end
	8'h72:  
	begin
		if(press == 1'b1)
		begin
			key[5] = 1'b1;
		end
		else if(press == 1'b0)
		begin
			key[5] = 1'b0;
		end
	end
	8'h74:  
	begin
		if(press == 1'b1)
		begin
			key[3] = 1'b1;
		end
		else if(press == 1'b0)
		begin
			key[3] = 1'b0;
		end
	end
	endcase
end
assign keys = key;
endmodule
[flow/config.mk]
export PLATFORM = sky130hd
export DESIGN_NAME = keypress
export DESIGN_NICKNAME = keypress
export VERILOG_FILES = /design/flow/design.v
export SDC_FILE = /design/flow/constraint.sdc
export NUM_CORES = 4
export LEC_CHECK = 1
export CORE_AREA = 10 10 88 88
export DIE_AREA = 0 0 98 98
==> run notes <==
Update from the flow run.

The flow ran to the end, and the final reports show no timing, DRC or antenna violations. Synthesis inferred 14 register bits. The switching share of total power is 0.184. Along the worst hold path, the cell count comes to 3.

The region available for standard cell placement spans 5920 µm². Wire segments on met3 add up to 156 µm in the final route. In this run the horizontal extent of the chip is 98 µm.

The detailed-routed wire length on met2 is 649 µm. The share of layout cells above drive strength 1 is 0.306. The number of warning messages in the yosys log is 1.

The slowest cell on the critical path is sky130_fd_sc_hd__or4b_4. Summed over all nets, the half-perimeter wirelength after detailed placement is 1440 µm. The chip footprint is 9600 µm². The number of cell instances after yosys synthesis is 44. The multi-input combinational cells in the finished layout cover a total of 231 µm². The post-detailed-route DRC marker count is 0. Dividing the synthesized area by the synthesized cell count gives 14.5 µm². The number of failing hold endpoints at the final stage is 0.

The pin count of the biggest net entering global routing is 15. Derived from the worst setup path, the maximum achievable clock frequency is 0.669 GHz. The clock transition at the register clock pins on the worst setup and hold paths after CTS is 50 ps.

The required time at the worst-slack endpoint is 1530 ps. The first-iteration detailed-routing DRC count is 14. The via count is 516. The data arrival time of the critical path is 1420 ps. The number of flip-flops under the largest register name is 14. The power report puts the leakage power at 0.000361 µW.

The transition time at the pin with the least slew margin is 419 ps. The share of total power dissipated in the clock network is 0.348. The power per cell area is 674 nW/µm². Synthesis produced 44 cells.

The relative slew slack is 0.719. The detailed router put a total of 828 µm of wire on met1. The number of antenna violations at the first check in global routing is 0. Routed signal wires occupy layers up through met3. For this run, the chip area from Yosys synthesis comes to 639 µm². Overall power consumption after layout is estimated at 763 µW. The main area contributors are sky130_fd_sc_hd__edfxtp_1 (66%), sky130_fd_sc_hd__nand4bb_1 (5.3%), sky130_fd_sc_hd__or4b_4 (4.3%). The worst hold slack after final layout is 714 ps. Once detail routing completed, the nets flagged for antenna violations numbered 0. Buffers inserted to repair hold after CTS numbered 0. At the floorplan stage, the core utilization is reported as 0.108. The share of the Yosys chip area taken by registers is 0.658.

The cell at the root of the clock tree is sky130_fd_sc_hd__clkbuf_8. The flip-flop and latch area is 420 µm². The clock sink total is 14. Sorting the Yosys area breakdown by cell type puts at the top sky130_fd_sc_hd__edfxtp_1. Setup repair after global routing left no endpoint under its margin. The deepest level of the CTS H-tree is 1. The global placer's final weighted congestion is 0.745. The share of synthesized area in the top cell type comes to 0.658. The peak ir drop on the vdd network is 208 µV. The total global routing overflow is 0. Of the total power, combinational logic draws 0.120. The part of the power in registers is 0.532. The pre-antenna-repair detailed-routing pass consisted of 2 iterations. The critical path crosses 3 cells after its start point. The count of distinct cell types in the synthesized netlist is 13.

The post-layout minimum cycle time is 1490 ps. The count of endpoints failing setup in the final report is 0. The repair_antennas step left the layout with diodes totalling 0. Traced cell by cell, the critical path runs through dlygate4sd2_1, or4b_4, nor4_4. The nature of the critical path startpoint is an input port. TritonCTS built the clock tree. The maximum root-to-sink buffer count is 2.

TritonCTS created 3 clock buffers. The floorplan report gives the top-level pin count as 24. Among all stages on the critical path, the maximum delay recorded is 570 ps. The cell family contributing the most delay on the critical path is simple AND/OR/NAND/NOR gates. The per-cell routed wire length is 10.2 µm. The layout has 622 filler cells. The per-cell via count in the routed design is 3.23. The overall track demand over capacity in global routing is 0.0331.

The internal portion of total power is 623 µW. The number of buffer cells added on primary ports is 23. The type of the tightest min-delay check is input port to register. The global-route wire length before repair is 2630 µm. Max fanout on the critical path was recorded as 5. The power report puts the net switching power at 140 µW. The via count of the first global-routing pass is 512.

For reference, the final report shows the max-slew violation count at 0. Per the detailed-route log, wirelength across all metal layers totals 1630 µm. The count of maximum capacitance violations is 0.

For the final routed database, the setup TNS stands at 0 ps. The critical path class is input port to register. Dividing the final minimum period by the clock period gives 0.934. According to the floorplan report, the die height is 98 µm. The post-synthesis cell area is 639 µm². The tool warning count is 25. The post-cts repair resize count is 7. In this run the post-CTS setup repair buffer count came out at 0.

The buffers plus inverters on the worst setup path is 1. The number of standard-cell rows in the floorplan is 28. Relative to the synthesized area, the layout overhead comes to 77.1%. The capturing element type of the critical path is a register.
cell usage in the layout (no fill, tap or decap), drive strengths merged:
cell type      count
clkdlybuf4s50     19
nor2               5
buf               16
dlygate4sd2        4
nand2              3
nand2b             4
nor4               6
or4b               3
edfxtp            14
clkbuf             3
nand4bb            3
nand4b             2
nor3               3
final timing paths:
check	startpoint	to	slack [ps]
min	keyCode[5]	key[2]	710
max	keyCode[4]	key[10]	110
per-layer routing:
layer  track usage  up-vias
met4       0.00336        0
met1        0.0450      240
met3        0.0178        0
met5             0        -
met2        0.0467       17
li1              -      259
cells in the mapped netlist (all sizes together):
master,number
nand4b,2
nand2b,4
nor3,3
edfxtp,14
nand2,3
or4b,3
clkbuf,1
nor4,6
nand4bb,3
nor2,5
cells by family after synthesis:
group / synth area share
buffers and inverters: 0.00782
DFF: 0.658
and+or+nand+nor: 0.335
area by class of cell:
type,count,share of cell area
sequential,14,0.371
timing repair buffer,39,0.305
multi-input combinational,29,0.204
tap,75,0.0829
clock buffer,3,0.0365
worst min-delay path: stages:
cell	delay (ps)
sky130_fd_sc_hd__dlygate4sd2_1	250
sky130_fd_sc_hd__or4b_4	170
sky130_fd_sc_hd__nor4_2	40
per-stage QoR:
step | utilization | setup WS (ps) | instance area (µm²) | std cells
after floorplan | - | 262 | 639 | 44
after global placement | 0.182 | -279 | 1080 | 157
after detailed placement | 0.182 | -289 | 1080 | 157
after CTS | 0.191 | 99.2 | 1130 | 160
after global routing | 0.191 | 30.2 | 1130 | 160
final | 0.191 | 106 | 1130 | 160
power groups by stage:
stage / logic (µW) / registers, µW / clock network [µW]
CTS: 92.0 / 406 / 271
global route: 99.6 / 406 / 292
finish: 91.3 / 406 / 265
Power and IR drop assume default switching activity.
